==> design/flow/design.v <==
 module gen_w (	 
				input clock,
				input reset,
				input local_go_sig,
				input [511:0] pad_reg,
				input w_reg_read,
				input [5:0] w_reg_addr,
				output reg regop_w_reg_rdy,
				output reg [31:0] regop_w_reg_data
			);
reg [31:0] w_regf [0:63];		 
reg [2:0] current_state;		 
reg [5:0] curr_addr;			 
reg [31:0] add0_int;			 
reg [31:0] add1_int;			 
reg [31:0] final_add_res;		 
reg [5:0] w_reg_int_0_waddr;	 
reg [5:0] w_reg_waddr;			 
reg we_w_reg_int_0;				 
reg we_w_reg;					 
reg regip_reset;				  
reg regip_local_go_sig;			 
reg regip_w_reg_read;			 
reg [5:0] regip_w_reg_addr;		 
reg [2:0] next_state;			 
reg [7:0] next_addr;			 
reg [31:0] shiftrx0_sig;		 
reg [31:0] shiftrx1_sig;		 
reg [31:0] int0_hold_sig;		 
reg [31:0] int1_hold_sig;		 
reg we_w_reg_sig;				 
reg w_reg_rdy;					 
parameter [2:0]
	S0 = 3'b000,	 
	S1 = 3'b001,	 
	S2 = 3'b010,	 
	S3 = 3'b011,	 
	S4 = 3'b100,	 
	S5 = 3'b101,	 
	S6 = 3'b110,	 
	S7 = 3'b111;	 
always@(posedge clock)
begin
	if(regip_reset)
	begin
		current_state <= 2'b0;
	end
	else
	begin
		current_state <= next_state;
	end
end
always@(posedge clock)
begin
	regip_reset <= reset;
	regip_local_go_sig <= local_go_sig;
	regip_w_reg_read <= w_reg_read;
	regip_w_reg_addr <= w_reg_addr;
	if(reset)
	begin
		regop_w_reg_rdy <= 1'b0;
		regop_w_reg_data <= 32'b0;
		curr_addr <= 6'b0;
		add0_int <= 32'b0;	
		add1_int <= 32'b0;	
		final_add_res <= 32'b0;
		w_reg_int_0_waddr <= 6'b0;
		w_reg_waddr <= 6'b0;	
		we_w_reg_int_0 <= 1'b0;
		we_w_reg <= 1'b0;
	end
	else
	begin
		if(w_reg_rdy & regip_w_reg_read)
		begin
			regop_w_reg_data <= w_regf[regip_w_reg_addr];
		end
		curr_addr <= next_addr;
		add0_int <= shiftrx0_sig + int0_hold_sig;
		add1_int <= shiftrx1_sig + int1_hold_sig;
		final_add_res <= add0_int + add1_int;
		w_reg_int_0_waddr <= curr_addr;
		w_reg_waddr <= w_reg_int_0_waddr;
		we_w_reg_int_0 <= we_w_reg_sig;
		we_w_reg <= we_w_reg_int_0;
		regop_w_reg_rdy <= w_reg_rdy;
	end
end
always@(*)
begin
	next_addr = 6'd16;
	w_reg_rdy = 1'b0;
	we_w_reg_sig = 1'b0;
	shiftrx0_sig = 32'b0;
	shiftrx1_sig = 32'b0;
	int0_hold_sig = 32'b0;
	int1_hold_sig = 32'b0;
	case(current_state)
		S0: begin
			if(regip_local_go_sig==1'b1)
			begin
				next_state = S1;
			end
			else
			begin
				next_state = S0;
			end
		end
		S1:	begin
			next_state = S2;
			w_reg_rdy = 1'b1;
		end
		S2: begin
			next_addr = curr_addr + 1;
			we_w_reg_sig = 1'b1;
			w_reg_rdy = 1'b1;
			shiftrx0_sig = {w_regf[curr_addr-15][6:0],w_regf[curr_addr-15][31:7]}^{w_regf[curr_addr-15][17:0],w_regf[curr_addr-15][31:18]}^{{3{1'b0}},w_regf[curr_addr-15][31:3]};
			shiftrx1_sig = {w_regf[curr_addr-2][16:0],w_regf[curr_addr-2][31:17]}^{w_regf[curr_addr-2][18:0],w_regf[curr_addr-2][31:19]}^{{10{1'b0}},w_regf[curr_addr-2][31:10]};
			int0_hold_sig = w_regf[curr_addr-16];
			int1_hold_sig = w_regf[curr_addr-7];
			next_state = S3;
		end
		S3: begin
			next_addr = curr_addr + 1;
			we_w_reg_sig = 1'b1;
			w_reg_rdy = 1'b1;
			shiftrx0_sig = {w_regf[curr_addr-15][6:0],w_regf[curr_addr-15][31:7]}^{w_regf[curr_addr-15][17:0],w_regf[curr_addr-15][31:18]}^{{3{1'b0}},w_regf[curr_addr-15][31:3]};
			shiftrx1_sig = {w_regf[curr_addr-2][16:0],w_regf[curr_addr-2][31:17]}^{w_regf[curr_addr-2][18:0],w_regf[curr_addr-2][31:19]}^{{10{1'b0}},w_regf[curr_addr-2][31:10]};
			int0_hold_sig = w_regf[curr_addr-16];
			int1_hold_sig = w_regf[curr_addr-7];
			next_state = S4;
		end
		S4: begin
			next_addr = curr_addr + 1;
			we_w_reg_sig = 1'b1;
			w_reg_rdy = 1'b1;
			shiftrx0_sig = {w_regf[curr_addr-15][6:0],w_regf[curr_addr-15][31:7]}^{w_regf[curr_addr-15][17:0],w_regf[curr_addr-15][31:18]}^{{3{1'b0}},w_regf[curr_addr-15][31:3]};
			shiftrx1_sig = {final_add_res[16:0],final_add_res[31:17]}^{final_add_res[18:0],final_add_res[31:19]}^{{10{1'b0}},final_add_res[31:10]};
			int0_hold_sig = w_regf[curr_addr-16];
			int1_hold_sig = w_regf[curr_addr-7];
			if(curr_addr==6'd63)
			begin
				next_state = S5;
			end
			else
			begin
				next_state = S4;
			end
		end
		S5:	begin
			w_reg_rdy = 1'b1;
			if(regip_local_go_sig==1'b1)
			begin
				next_state = S5;
			end
			else
			begin
				next_state = S0;
			end
		end
		default:	begin
					next_state = S0;
		end
	endcase
end
always@(posedge clock)
begin
	if(regip_reset)
	begin
		w_regf[0] <= 32'b0;
		w_regf[1] <= 32'b0;
		w_regf[2] <= 32'b0;
		w_regf[3] <= 32'b0;
		w_regf[4] <= 32'b0;
		w_regf[5] <= 32'b0;
		w_regf[6] <= 32'b0;
		w_regf[7] <= 32'b0;
		w_regf[8] <= 32'b0;
		w_regf[9] <= 32'b0;
		w_regf[10] <= 32'b0;
		w_regf[11] <= 32'b0;
		w_regf[12] <= 32'b0;
		w_regf[13] <= 32'b0;
		w_regf[14] <= 32'b0;
		w_regf[15] <= 32'b0;
		w_regf[16] <= 32'b0;
		w_regf[17] <= 32'b0;
		w_regf[18] <= 32'b0;
		w_regf[19] <= 32'b0;
		w_regf[20] <= 32'b0;
		w_regf[21] <= 32'b0;
		w_regf[22] <= 32'b0;
		w_regf[23] <= 32'b0;
		w_regf[24] <= 32'b0;
		w_regf[25] <= 32'b0;
		w_regf[26] <= 32'b0;
		w_regf[27] <= 32'b0;
		w_regf[28] <= 32'b0;
		w_regf[29] <= 32'b0;
		w_regf[30] <= 32'b0;
		w_regf[31] <= 32'b0;
		w_regf[32] <= 32'b0;
		w_regf[33] <= 32'b0;
		w_regf[34] <= 32'b0;
		w_regf[35] <= 32'b0;
		w_regf[36] <= 32'b0;
		w_regf[37] <= 32'b0;
		w_regf[38] <= 32'b0;
		w_regf[39] <= 32'b0;
		w_regf[40] <= 32'b0;
		w_regf[41] <= 32'b0;
		w_regf[42] <= 32'b0;
		w_regf[43] <= 32'b0;
		w_regf[44] <= 32'b0;
		w_regf[45] <= 32'b0;
		w_regf[46] <= 32'b0;
		w_regf[47] <= 32'b0;
		w_regf[48] <= 32'b0;
		w_regf[49] <= 32'b0;
		w_regf[50] <= 32'b0;
		w_regf[51] <= 32'b0;
		w_regf[52] <= 32'b0;
		w_regf[53] <= 32'b0;
		w_regf[54] <= 32'b0;
		w_regf[55] <= 32'b0;
		w_regf[56] <= 32'b0;
		w_regf[57] <= 32'b0;
		w_regf[58] <= 32'b0;
		w_regf[59] <= 32'b0;
		w_regf[60] <= 32'b0;
		w_regf[61] <= 32'b0;
		w_regf[62] <= 32'b0;
		w_regf[63] <= 32'b0;
	end
	else
	begin
		if(current_state==S1)
		begin
			{w_regf[0],w_regf[1],w_regf[2],w_regf[3],w_regf[4],w_regf[5],w_regf[6],w_regf[7],w_regf[8],w_regf[9],w_regf[10],w_regf[11],w_regf[12],w_regf[13],w_regf[14],w_regf[15]} <= pad_reg[511:0];
		end
		else if(we_w_reg)	 
		begin
			w_regf[w_reg_waddr] <= final_add_res;
		end
	end
end
endmodule
==> design/flow/run.sh <==
#!/bin/bash
# OpenROAD 26Q1-2900-gdf79404cd8, Yosys 0.63+post, stock flow scripts
make -C /OpenROAD-flow-scripts/flow DESIGN_CONFIG=/design/flow/config.mk WORK_HOME=/design/flow/orfs finish
==> design/flow/config.mk <==
export PLATFORM = sky130hd
export DESIGN_NAME = gen_w
export DESIGN_NICKNAME = gen_w
export VERILOG_FILES = /design/flow/design.v
export SDC_FILE = /design/flow/constraint.sdc
export NUM_CORES = 4
export LEC_CHECK = 1
export CORE_UTILIZATION = 30
==> design/flow/constraint.sdc <==
current_design gen_w

set clk_period 104.0
set clk_io_pct 0.2

create_clock -name clk0 -period $clk_period [get_ports {clock}]

set non_clock_inputs [all_inputs -no_clocks]
set_input_delay [expr $clk_period * $clk_io_pct] -clock clk0 $non_clock_inputs
set_output_delay [expr $clk_period * $clk_io_pct] -clock clk0 [all_outputs]
==> results.toml <==
# implementation run metrics
[global_routing]
antenna_found_initial = 193
overflow = 0
grtUsageTotal = 0.332
grt_pass1_wl_mm = 1100
grt_max_degree = 100
first_global_vias = 117291

[synthesis]
netlist_area_mm2 = 0.157
ys_cells = 10512
syn_avg_cell_area_um2 = 15.0
synth-edff-count = 2048
syn_inst = 10512
ys_ff = 2212
post_synth_num_cell_types = 84
ys_warn_count = 1
synthFlopType = "edfxtp_1"
async_flop_share = 0
ys_area_mm2 = 0.157
ys_seq_frac = 0.412

[clock_network]
cts_buffers = 267
cts_tree = "yes"
clk_pin_slew_worst_paths_ps = 50
holdBufCountCts = 0
ctsRootBufferMaster = "clkbuf_16"
clock.latency.late_pin_ps = 1030
cts_sinks = 2212
clock_path_buffers = 4
cts-resized-gates = 0
cts_setup_buffers = 0
htreeDepth = 5

[flow_run]
warning_count = 29
max-cap-violations = 1

[detailed_routing]
ant_nets = 2
drt-pass1-iter-count = 8
via_per_inst = 6.41
vias = 116637
wl_mm = 837
drtIter0Drc = 11751
drc_errors = 0
wl_per_cell_um = 45.9

[power]
p_seq_frac = 0.419
total_power_mw = 2.60
p_sw_frac = 0.320
power_density_mw_per_mm2 = 14.4
peakVddDrop_v = 0.0000121
power_switching_uw = 831
leakagePower_nw = 57.5
power_frac_clock = 0.372
comb_power_share = 0.209
internal_power_mw = 1.77

[min_path]
hold_class = "reg -> reg"
min_from = "w_reg_int_0_waddr[2]"

[critical_path]
path_cells = "clkdlybuf4s50_1"
max_stage_delay_ps = 700
crit_family = "flip-flops"
crit_buf_inv = 1
cp-end-kind = "output pin"
arrival_ps = 2260
crit_required_ps = 83200
start_kind = "flip-flop"
cp_slowest_cell = "dfxtp_1"
reg2reg_from = "curr_addr[2]"
cp_max_fo = 1
critPathKind = "reg -> out"
crit_start = "regop_w_reg_rdy"

[finish]
synthToLayoutAreaGrowth_pct = 14.8
comb_area_mm2 = 0.0872
final-seq-area_mm2 = 0.0649
largest-register = "w_regf"
largest_register_ff_count = 2048
layout_top_cells = "mux4_2 (2,299), edfxtp_1 (2,048), and2_1 (1,542)"
fillCellCount = 49164
drive_above_1_share = 0.326
final_util = 0.346
layout_top_cell = "mux4_2"

[run_status]
outcome = "finished with violations"
violations = "antenna rules, capacitance limit, slew limit"

[sta]
fin_skew_ps = 75.3
tightest_slew_ps = 1580
period_used_share = 0.222
setup_viol_count_final = 0
max_freq_mhz = 43.4
rsz0062_at_grt = "false"
relSlewSlack = -0.0624
fin_setup_tns_ps = 0
finalCriticalPeriod_ps = 23060
drv_slew = 2
hold_viol = 0
holdWs_ps = 456

[die]
die_h_um = 726
fp-utilization = 0.302
die_w_um = 726
core_mm2 = 0.522
fp-row-count = 265
die-area_mm2 = 0.527
io_pins = 555

[place]
port-buffer-count = 554
dp_hpwl_mm = 591
place_congestion = 1.14
[cell families (layout without fill, tap and decap cells)]
logic type,after synthesis,in the layout,synth area share
other cells,0,359,0
fa+ha+maj,100,100,0.00810
buf+inv,1259,1654,0.0394
mux,3026,3026,0.377
simple gates,2298,2298,0.0839
xor+xnor,251,251,0.0142
compound gates,1366,1366,0.0651
flops,2212,2212,0.412
[path summary, 6_finish.rpt]
check / cells past startpoint / endpoint / slack (ps)
max: 1 / regop_w_reg_rdy / 80940
min reg2reg: 1 / w_reg_waddr[2] / 460
max reg2reg: 27 / add1_int[31] / 93250
min: 1 / w_reg_waddr[2] / 460
[power groups by stage]
stage	Clock, mW	Combinational, mW	Sequential, mW
finish	0.966	0.543	1.09
CTS	0.967	0.514	1.08
global route	0.997	0.544	1.09
[final cells by class]
type	count	area share
antenna	359	0.00497
clock inverter	149	0.00808
multi-input combinational	7041	0.483
sequential	2212	0.359
tap	6942	0.0481
clock buffer	334	0.0395
inverter	27	0.000617
timing repair buffer	1144	0.0565
[stage by stage]
step                      instance area, µm²  setup slack (ps)  instances
final                                 181000             80940      18208
after global routing                  180000             80990      18090
after CTS                             180000             81000      17849
after detailed placement              171000             80810      17366
after global placement                171000             80760      17366
after floorplan                       157000             82180      10512
[routing by layer]
layer	vias up	share of wire	track usage	wire (µm)
met4	243	0.076	0.192	63500
met1	58963	0.29	0.323	241000
met3	2318	0.23	0.330	189000
li1	44116	-	-	-
met2	10997	0.39	0.419	329000
met5	-	0.016	0.212	13200
[cell usage after synthesis, types with 104 or more instances]
cell type,number,area [µm²]
edfxtp_1,2048,61500
o22ai_1,111,694
a21oi_1,246,1230
nor2_1,297,1110
xor2_1,104,911
buf_4,161,1210
mux2i_1,688,6890
nand2_1,134,503
mux4_2,2299,51800
o221ai_1,186,1630
clkbuf_1,790,2970
dfxtp_1,164,3280
xnor2_1,143,1250
and2_1,1543,9650
a22o_1,513,4490
