[/design/flow/run.sh]
#!/bin/bash
# OpenROAD 26Q1-2900-gdf79404cd8, Yosys 0.63+post, stock flow scripts
make -C /OpenROAD-flow-scripts/flow DESIGN_CONFIG=/design/flow/config.mk WORK_HOME=/design/flow/orfs finish
[/design/flow/config.mk]
export PLATFORM = sky130hd
export DESIGN_NAME = sram_controller
export DESIGN_NICKNAME = sram_controller
export VERILOG_FILES = /design/flow/design.v
export SDC_FILE = /design/flow/constraint.sdc
export NUM_CORES = 4
export LEC_CHECK = 1
export CORE_UTILIZATION = 40
[/design/flow/constraint.sdc]
current_design sram_controller

set clk_period 1.0
set clk_io_pct 0.2

create_clock -name clk0 -period $clk_period [get_ports {clock}]

set non_clock_inputs [all_inputs -no_clocks]
set_input_delay [expr $clk_period * $clk_io_pct] -clock clk0 $non_clock_inputs
set_output_delay [expr $clk_period * $clk_io_pct] -clock clk0 [all_outputs]
[/design/flow/design.v]
module sram_controller	#(parameter ADDR_WIDTH = 3,
			  parameter DATA_WIDTH = 32)
			(input clock,
			 input reset,
			 input memctrl_enable,
			 input memctrl_rw,
			 input [ADDR_WIDTH-1:0] memctrl_addr,
			 input [DATA_WIDTH-1:0] memctrl_write_data,
			 input [DATA_WIDTH-1:0] sram_out_data,
			 output reg dat_ready,
			 output reg [DATA_WIDTH-1:0] memctrl_out_data,
			 output reg sram_enable,
			 output reg sram_rw,
			 output reg [DATA_WIDTH-1:0] sram_write_data,
			 output reg [ADDR_WIDTH-1:0] sram_addr);
always@(posedge clock)
begin
	if(reset)
	begin
		sram_enable <= 1'b0;
		sram_rw <= 1'b0;
		sram_write_data <= {DATA_WIDTH-1{1'b0}};
		sram_addr <= {ADDR_WIDTH-1{1'b0}};
		dat_ready <= 1'b0;
		memctrl_out_data <= {DATA_WIDTH-1{1'b0}};
	end
	else
	begin
		sram_enable <= memctrl_enable;
		sram_rw <= memctrl_rw;
		sram_write_data <= memctrl_write_data;
		sram_addr <= memctrl_addr;
		dat_ready <= (sram_enable & ~sram_rw);
		memctrl_out_data = sram_out_data;
	end
end
endmodule
==> impl_metrics.tcl <==
# collected from the flow reports
set metrics [dict create \
    portBuffers 140 \
    critPathMaxFanout 2 \
    htree_levels 3 \
    drive_above_1_share_pct 29.8 \
    warning_count 26 \
    coreArea_sq_um 4440 \
    finalSetupViolations 0 \
    cts_tree "done" \
    dp_cells 335 \
    clock_skew_ps 0.0555 \
    grt_pass1_wl_um 6920 \
    design.die.area_sq_um 4970 \
    synth.distinct_cells 4 \
    synthesis.area_sq_um 1880 \
    avgSynthCellArea_sq_um 12.8 \
    fmax_mhz 1070 \
    ys_area_sq_um 1880 \
    fp.dieW_um 70.5 \
    min_path_type "in -> reg" \
    finalSetupTns_ps 0 \
    p_leak_uw 0.00145 \
    cpPeakStageDelay_ps 320 \
    antenna_found_initial 0 \
    slew_headroom_pct 86.9 \
    dp.final_hpwl_um 3180 \
    critPathSlowestCell "dfxtp_2" \
    die_y_um 70.5 \
    yosys_warnings 1 \
    slew_violations 0 \
    crit_required_ps 800 \
    rsz0062_at_grt "false" \
    fin_area_sq_um 3170 \
    grt_use_total_pct 19.1 \
    placed_area_sq_um 3340 \
    ctsHoldBuffers 0 \
    num_vias 1469 \
    fin_cells 351 \
    wl_per_cell_um 12.3 \
    cp_cell_sequence "buf_2" \
    hold_ws_ps 263 \
    area_growth_pct 69.0 \
    critical_path_class "reg -> out" \
    ios 141 \
    floorplan.core_util_pct 42.2 \
    gp_congestion 0.743 \
    critPathLaunchType "flip-flop" \
    drt_iter0_markers 51 \
    firstDrtPassIters 21 \
    cts_buffers 9 \
    crit_path_end_kind "output port" \
    maxCapViolations 0 \
    cts_setup_buffers 0 \
    cts.sinks 70 \
    ir_drop_uv 1320 \
    grt_pass1_vias 1431 \
    clk_pin_slew_ps 60 \
    drc 0 \
    viasPerCell 4.19 \
    power.density_nw_per_um2 1730 \
    ys_cells 147 \
    worst_slew_pin_slew_ps 197 \
    timing.final.crit_share_pct 93.8 \
    synthCells 147 \
    seq_area_frac_synth_pct 74.7 \
    row_count 24 \
    hold_viol 0 \
    insertion_delay_ps 320 \
    cp_num_buf_inv 1 \
    diodes 0 \
    status "completed" \
    gr-total-overflow 0 \
    cpLargestDelayFamily "flip-flops" \
    cts_root_buf "clkbuf_8" \
    final_cell_mix "nor2b_1, clkdlybuf4s50_1, dfxtp_1, buf_2, clkbuf_8" \
    ant_nets 0 \
    drt_wl_total_um 4320 \
    worstPathArrival_ps 740 \
    max-clock-path-buffers 2 \
    grt_max_degree 46 \
    ys.flops 70 \
    fin_crit_ps 938 \
]
==> Yosys cell counts <==
master	n	area share, %
nor2b_1	69	23
buf_2	7	1.9
dfxtp_1	70	75
nor3b_1	1	0.40
==> layer usage <==
| metal | global-route usage (%) | wire (um) | vias up |
|---|---|---|---|
| met1 | 24.8 | 1500 | 652 |
| li1 | - | - | 735 |
| met2 | 30.4 | 2170 | 77 |
| met3 | 8.03 | 615 | 5 |
| met5 | 0 | 0 | - |
| met4 | 4.76 | 35 | 0 |
==> through the flow <==
stage	setup WS (ps)	power (uW)	utilization (%)
2_1_floorplan	427	3120	-
3_3_place_gp	22.1	3690	75.1
3_5_place_dp	19.3	3700	75.1
4_1_cts	2.03	5560	71.9
5_1_grt	9.10	5740	71.3
6_report	62.1	5480	71.3
==> cell type report <==
type | count | area (sq um)
clock buffers | 16 | 180
fillers | 349 | 1270
multi-input cells | 70 | 439
flip-flops and latches | 70 | 1410
well taps | 52 | 65.1
repair buffers | 143 | 1080
==> sequential cells by signal, indices dropped and copies added (netlist names) <==
register	count
memctrl_out_data	32
sram_addr	3
sram_write_data	32
sram_rw	1
sram_enable	1
dat_ready	1
==> final timing paths <==
path	cells past startpoint	from	endpoint	slack, ps
worst max register to register	1	sram_rw$_SDFF_PP0_	dat_ready$_SDFF_PP0_	440
worst min-delay path	3	reset	memctrl_out_data[5]$_SDFF_PP0_	260
worst min register to register	1	sram_rw$_SDFF_PP0_	dat_ready$_SDFF_PP0_	400
worst max-delay path	1	sram_rw$_SDFF_PP0_	sram_rw	60
==> power breakdown <==
group | internal [uW] | switching [uW]
Clock | 1110 | 875
Combinational | 405 | 122
Sequential | 2940 | 29.2
Total | 4450 | 1030
==> cells by family (layout without fill, tap and decap cells) <==
family        after synthesis  count (layout)  share of synthesized area [%]
simple gates               70              70                           23.4
flops                      70              70                           74.7
buf+inv                     7             159                           1.87
==> repair_timing <==
| action | in CTS | in global routing |
|---|---|---|
| gates resized | 209 | 6 |
| pin swaps | 0 | 0 |
| endpoints found under the setup margin | 70 | 5 |
Power figures rest on the tool's default switching activity, not on a simulated workload.
